**/design/flow/run.sh**
```bash
#!/bin/bash
# OpenROAD 26Q1-2900-gdf79404cd8, Yosys 0.63+post, stock flow scripts
make -C /OpenROAD-flow-scripts/flow DESIGN_CONFIG=/design/flow/config.mk WORK_HOME=/design/flow/orfs finish
```
**/design/flow/config.mk**
```make
export PLATFORM = sky130hd
export DESIGN_NAME = dotproduct
export DESIGN_NICKNAME = dotproduct
export VERILOG_FILES = /design/flow/design.v
export SDC_FILE = /design/flow/constraint.sdc
export NUM_CORES = 4
export LEC_CHECK = 1
export CORE_UTILIZATION = 40
```
**/design/flow/constraint.sdc**
```tcl
current_design dotproduct

set clk_period 47.8
set clk_io_pct 0.2

create_clock -name clk0 -period $clk_period [get_ports {clk_i}]

set non_clock_inputs [all_inputs -no_clocks]
set_input_delay [expr $clk_period * $clk_io_pct] -clock clk0 $non_clock_inputs
set_output_delay [expr $clk_period * $clk_io_pct] -clock clk0 [all_outputs]
```
**/design/flow/design.v**
```verilog
module dotproduct (
    input  logic         clk_i,
    input  logic         rst_ni,    
    input  logic         start_i,
    input  logic [7:0]   nnz_i,
    input  logic [31:0]  a0_i, a1_i, a2_i, a3_i, a4_i,
                         a5_i, a6_i, a7_i, a8_i, a9_i,
    input  logic [31:0]  b0_i, b1_i, b2_i, b3_i, b4_i,
                         b5_i, b6_i, b7_i, b8_i, b9_i,
    input  logic [31:0]  c_i,
    output logic [63:0]  result_o,
    output logic         busy_o,
    output logic         result_valid_o,
    output logic [31:0]  cycle_count_o
);
    typedef enum logic [1:0] {
        IDLE,
        COMPUTE,
        DONE
    } state_t;
    state_t state;
    logic signed [63:0] acc;
    logic signed [63:0] result_reg;
    logic        [3:0]  idx;
    logic [31:0] cycle_cnt;
    logic [31:0] cycle_cnt_reg;
    logic start_d;
    wire start_pulse;
    logic signed [31:0] a [0:9];
    logic signed [31:0] b [0:9];
    always_comb begin
        a[0]=a0_i; b[0]=b0_i;
        a[1]=a1_i; b[1]=b1_i;
        a[2]=a2_i; b[2]=b2_i;
        a[3]=a3_i; b[3]=b3_i;
        a[4]=a4_i; b[4]=b4_i;
        a[5]=a5_i; b[5]=b5_i;
        a[6]=a6_i; b[6]=b6_i;
        a[7]=a7_i; b[7]=b7_i;
        a[8]=a8_i; b[8]=b8_i;
        a[9]=a9_i; b[9]=b9_i;
    end
    always_ff @(posedge clk_i or negedge rst_ni) begin
        if (!rst_ni)
            start_d <= 1'b0;
        else
            start_d <= start_i;
    end
    assign start_pulse = start_i & ~start_d;
    always_ff @(posedge clk_i or negedge rst_ni) begin
        if (!rst_ni) begin
            state          <= IDLE;
            acc            <= 64'sd0;
            result_reg     <= 64'sd0;
            idx            <= 4'd0;
            busy_o         <= 1'b0;
            result_valid_o <= 1'b0;
            cycle_cnt      <= 32'd0;
            cycle_cnt_reg  <= 32'd0;
        end else begin
            if (start_pulse)
                result_valid_o <= 1'b0;
            case (state)
                IDLE: begin
                    busy_o    <= 1'b0;
                    idx       <= 4'd0;
                    cycle_cnt <= 32'd0;
                    if (start_pulse && nnz_i != 0) begin
                        acc    <= 64'sd0;
                        state  <= COMPUTE;
                        busy_o <= 1'b1;
                    end
                end
                COMPUTE: begin
                    busy_o <= 1'b1;
                    acc <= acc + ($signed(a[idx]) * $signed(b[idx]));
                    cycle_cnt <= cycle_cnt + 1;
                    if (idx == nnz_i - 1) begin
                        result_reg     <= acc + $signed(c_i);
                        cycle_cnt_reg  <= cycle_cnt + 1;  
                        state          <= DONE;
                        result_valid_o <= 1'b1;
                    end else begin
                        idx <= idx + 1;
                    end
                end
                DONE: begin
                    busy_o <= 1'b0;
                    if (start_pulse && nnz_i != 0) begin
                        acc            <= 64'sd0;
                        idx            <= 4'd0;
                        cycle_cnt      <= 32'd0;
                        state          <= COMPUTE;
                        busy_o         <= 1'b1;
                        result_valid_o <= 1'b0;
                    end
                end
            endcase
        end
    end
    assign result_o       = result_reg;
    assign cycle_count_o  = cycle_cnt_reg;
endmodule
```
==> impl_metrics.yaml <==
# implementation run metrics
clock_tree:
  path_clk_slew_ns: 0.07
  holdBufCountCts: 0
  ctsLongestPathBuffers: 3
  cts_setup_buffers: 0
  clkLatencyLatePin_ns: 0.55
  cts_tree: "yes"
  cts.sinks: 202
  cts_buffers: 22
  cts_resized: 0
  root_buffer: "clkbuf_16"
  cts_max_level: 1
grt:
  grt_max_degree: 94
  gr-total-overflow: 0
  grt_pass1_vias: 48620
  grt_usage_pct: 33.3
  antenna_found_initial: 19
  grt_pass1_wl_um: 319000
detailed_routing:
  ant_nets: 0
  drt-pass1-iter-count: 10
  drt-total-wl_um: 215000
  drt-wirelength-per-cell_um: 24.7
  avgViaCountPerCell: 5.39
  drcViolationCount: 0
  route.vias.total: 46911
  first_iter_violations: 2797
final_layout:
  syn_to_final_growth_pct: 19.4
  layout.cells.non_filler: 8702
  drive_above_1_share_pct: 3.63
  fillers: 12883
  lay_top_cells: "inv_1 (1,344), fa_1 (1,211), nand2_1 (924)"
  layout_top_cell: "inv_1"
yosys:
  edf_count: 0
  syn_avg_cell_area_um2: 8.74
  synth_seq_share_pct: 9.20
  yosys_area_um2: 54900
  ys_cells: 6283
  synth_cell_types: 88
  flop_cell: "dfrtp_1"
  ys.flops: 202
  ys_warn_count: 3
  synth_cells: 6283
  async_flop_share_pct: 100
  synth_area_um2: 54900
worst_hold_path:
  hold_class: "flip-flop to flip-flop"
  hold_start: "result_reg[61]"
  min_path_cells: 2
timing:
  finalCritPeriodShare_pct: 39.6
  fin_skew_ns: 0.0331
  clock.fmax_mhz: 52.9
  worst_slew_pin_slew_ns: 0.983
  layout_min_cycle_time_ns: 18.91
  slew_headroom_pct: 34.4
  setup_viol: 0
  drv_slew: 0
  rsz0062_at_grt: "no"
  setup_tns_ns: 0
  finalHoldViolations: 0
worst_setup_path:
  cp.arrival_ns: 19.35
  cp_common_cell: "fa_1"
  worstPathRequired_ns: 48.24
  cp_slowest_cell: "and4_1"
  r2r-start: "idx[2]"
  worstSetupPathType: "primary input to flip-flop"
  worst_setup_path_end_kind: "flip-flop"
  path_max_fanout: 31
  crit_path_start: "a2_i[31]"
  cp-start-kind: "primary input"
  max_stage_delay_ns: 0.88
  reg2reg_depth: 33
floorplan:
  dieArea_um2: 139000
  fp-row-count: 135
  ios: 781
  core_util_floorplan_pct: 40.5
  fp.dieW_um: 373
  coreArea_um2: 136000
  fp.dieH_um: 373
flow_run:
  maxCapViolations: 0
  warning_count: 31
status:
  outcome: "finished clean"
placement:
  dp_cells: 8652
  dp_hpwl_um: 182000
  io_buffer_count: 780
  gp_congestion: 1.03
[path summary, 6_finish.rpt]
| check | endpoint | slack (ns) |
|---|---|---|
| setup / recovery | acc[60] | 28.89 |
| hold / removal | result_reg[61] | 0.48 |
| setup reg to reg | acc[45] | 36.26 |
| hold reg to reg | result_reg[61] | 0.48 |
| max in group asynchronous | result_reg[34] | 37.08 |
| min in group asynchronous | cycle_cnt_reg[15] | 8.97 |
[per-layer routing]
layer	global-route usage (%)	wire length, um	share of wire, %	up-vias
met2	51.5	102000	48	1997
met4	12.7	10600	4.9	12
li1	-	-	-	20654
met5	0.105	83	0.039	-
met1	44.3	78800	37	23846
met3	12.2	23100	11	402
[per-stage QoR]
step                area (um^2)  hold slack (ns)  utilization, %  setup WS (ns)
floorplan                 54900            0.423               -          29.09
global placement          64800            0.465            47.7          28.40
detailed placement        64800            0.470            47.7          28.34
CTS                       65600            0.484            48.3          28.93
global route              65600            0.502            48.3          28.22
finish                    65600            0.479            48.3          28.89
[critical path, delay by kind of cell]
family          cells  cell delay (ns)
fa+ha+maj           9             4.40
compound gates     13             3.10
buf+inv             8             1.17
simple gates        2             1.09
[synth_stat cells (14+ instances only)]
cell type / n / area share [%]
nand4_1: 58 / 0.66
clkbuf_1: 260 / 1.8
buf_1: 23 / 0.16
a22oi_1: 107 / 1.5
xor2_1: 66 / 1.1
and2_1: 35 / 0.40
ha_1: 287 / 6.5
nand3_1: 59 / 0.54
a221oi_1: 75 / 1.2
nor3_1: 20 / 0.18
nand2b_1: 53 / 0.60
buf_2: 57 / 0.52
and3_1: 36 / 0.41
and4_1: 36 / 0.57
xnor2_1: 99 / 1.6
a21o_1: 72 / 0.98
nand2_1: 926 / 6.3
inv_1: 1344 / 9.2
a211oi_1: 14 / 0.19
o31ai_1: 22 / 0.30
a22o_1: 42 / 0.67
a21oi_1: 132 / 1.2
a31oi_1: 38 / 0.43
a222oi_1: 38 / 0.69
o21a_1: 15 / 0.20
dfrtp_1: 201 / 9.2
o21ai_0: 250 / 2.3
nor2_1: 504 / 3.4
nor2b_1: 34 / 0.39
fa_1: 1211 / 44
o21bai_1: 28 / 0.38
[final cells by class]
type / instances / area [um^2] / area share (%)
diodes: 12 / 30.0 / 0.0458
clock inverters: 8 / 149 / 0.227
repair buffers: 931 / 8940 / 13.6
clock buffers: 30 / 631 / 0.961
multi-input cells: 4394 / 43500 / 66.3
flip-flops and latches: 202 / 5060 / 7.71
inverters: 1344 / 5040 / 7.69
well taps: 1781 / 2230 / 3.40
[cell families (layout without fill, tap and decap cells)]
logic type	count (synthesis)	after routing	synth area share [%]
XOR/XNOR	165	165	2.63
flip-flops	202	202	9.20
other	0	12	0
AND/OR/NAND/NOR	1798	1798	14.1
multiplexers	14	14	0.271
buffers and inverters	1687	2313	11.7
AND-OR/OR-AND	919	919	11.5
adder cells (fa/ha/maj)	1498	1498	50.7
